### config.mk
export PLATFORM = sky130hd
export DESIGN_NAME = c6288
export DESIGN_NICKNAME = c6288
export VERILOG_FILES = /design/flow/design.v
export SDC_FILE = /design/flow/constraint.sdc
export NUM_CORES = 4
export LEC_CHECK = 1
export CORE_UTILIZATION = 30
### constraint.sdc
current_design c6288

set clk_period 13.2
set clk_io_pct 0.2

create_clock -name clk0 -period $clk_period

set non_clock_inputs [all_inputs -no_clocks]
set_input_delay [expr $clk_period * $clk_io_pct] -clock clk0 $non_clock_inputs
set_output_delay [expr $clk_period * $clk_io_pct] -clock clk0 [all_outputs]
### design.v
module c6288 (
    in1,  in2,  in3,  in4,  in5,  in6,  in7,  in8, 
    in9,  in10, in11, in12, in13, in14, in15, in16,
    in17, in18, in19, in20, in21, in22, in23, in24,
    in25, in26, in27, in28, in29, in30, in31, in32,
    out1,  out2,  out3,  out4,  out5,  out6,  out7,  out8, 
    out9,  out10, out11, out12, out13, out14, out15, out16, 
    out17, out18, out19, out20, out21, out22, out23, out24, 
    out25, out26, out27, out28, out29, out30, out31, out32
);
     input  in1,  in2,  in3,  in4,  in5,  in6,  in7,  in8, 
            in9,  in10, in11, in12, in13, in14, in15, in16,
            in17, in18, in19, in20, in21, in22, in23, in24,
            in25, in26, in27, in28, in29, in30, in31, in32;
     output out1,  out2,  out3,  out4,  out5,  out6,  out7,  out8, 
            out9,  out10, out11, out12, out13, out14, out15, out16, 
            out17, out18, out19, out20, out21, out22, out23, out24, 
            out25, out26, out27, out28, out29, out30, out31, out32;
     wire [15:0] A, B;
     wire [31:0] P;
     assign
          A = {in1,  in2,  in3,  in4,  in5,  in6,  in7,  in8, 
                     in9,  in10, in11, in12, in13, in14, in15, in16},
          B = {in17, in18, in19, in20, in21, in22, in23, in24,
                     in25, in26, in27, in28, in29, in30, in31, in32},
          {out1,  out2,  out3,  out4,  out5,  out6,  out7,  out8, 
          out9,  out10, out11, out12, out13, out14, out15, out16, 
          out17, out18, out19, out20, out21, out22, out23, out24, 
          out25, out26, out27, out28, out29, out30, out31, out32} 
          = P;
     assign P = A * B;
endmodule 
### run.sh
#!/bin/bash
# OpenROAD 26Q1-2900-gdf79404cd8, Yosys 0.63+post, stock flow scripts
make -C /OpenROAD-flow-scripts/flow DESIGN_CONFIG=/design/flow/config.mk WORK_HOME=/design/flow/orfs finish
==> impl_metrics.prom <==
# HELP chip_impl_metric Physical implementation figures
# TYPE chip_impl_metric gauge
chip_impl_metric{name="setup_viol",unit=""} 0
chip_impl_metric{name="placedCellCount",unit=""} 1397
chip_impl_metric{name="num_vias",unit=""} 6254
chip_impl_metric{name="drive_above_1_share",unit=""} 0.0137
chip_impl_info{name="worst_path_most_repeated_cell",value="fa_1"} 1
chip_impl_metric{name="worst-endpoint-arrival",unit="ns"} 9.48
chip_impl_info{name="cp-startpoint",value="in9"} 1
chip_impl_metric{name="vias_per_cell",unit=""} 4.48
chip_impl_metric{name="worstPathMaxFanout",unit=""} 16
chip_impl_metric{name="max_clock_freq",unit="MHz"} 82.5
chip_impl_info{name="hold_class",value="primary input to output port"} 1
chip_impl_metric{name="cp_slowest_stage_delay",unit="ns"} 0.85
chip_impl_metric{name="design_area",unit="sq um"} 9510
chip_impl_metric{name="rel_slew_slack",unit=""} 0.444
chip_impl_metric{name="maxCapViolCount",unit=""} 0
chip_impl_info{name="setup_repair_after_global_routing_missed_its_margin",value="false"} 1
chip_impl_metric{name="worst_hold_slack",unit="ns"} 6.69
chip_impl_metric{name="io_pins",unit=""} 64
chip_impl_info{name="timing.hold.worst.start",value="in16"} 1
chip_impl_metric{name="clock_buffers",unit=""} 0
chip_impl_metric{name="drt-wirelength-per-cell",unit="um"} 15.0
chip_impl_metric{name="synth.yosys.warnings",unit=""} 0
chip_impl_metric{name="row_count",unit=""} 61
chip_impl_metric{name="grt_first_pass_wirelength",unit="um"} 36200
chip_impl_metric{name="core_ar",unit="sq um"} 27800
chip_impl_metric{name="drt-initial-drc-count",unit=""} 200
chip_impl_info{name="synthTopCellsByArea",value="fa_1 46%, ha_1 15%, inv_1 10%, and2_1 9.2%, nand2_1 6.9%"} 1
chip_impl_metric{name="antenna-diode-count",unit=""} 0
chip_impl_metric{name="seq_area",unit="sq um"} 0
chip_impl_metric{name="detail_route.wirelength",unit="um"} 20900
chip_impl_info{name="path_class",value="primary input to output port"} 1
chip_impl_metric{name="globalRouteOverflowTotal",unit=""} 0
chip_impl_metric{name="finalWeightedCongestion",unit=""} 0.888
chip_impl_metric{name="syn_avg_cell_area",unit="sq um"} 8.63
chip_impl_metric{name="netlist-cell-type-count",unit=""} 43
chip_impl_metric{name="post_syn_area",unit="sq um"} 8490
chip_impl_metric{name="drc_errors",unit=""} 0
chip_impl_info{name="synth_top_cell_by_area",value="fa_1"} 1
chip_impl_metric{name="synthesis.instances",unit=""} 984
chip_impl_metric{name="pin_count_of_the_biggest_net_entering_global_routing",unit=""} 17
chip_impl_metric{name="preCtsSetupSlack",unit="ns"} 1.14
chip_impl_metric{name="final_core_utilization",unit=""} 0.342
chip_impl_metric{name="seq_cell_count",unit=""} 0
chip_impl_metric{name="crit_required",unit="ns"} 10.56
chip_impl_info{name="critical_path.endpoint_type",value="output port"} 1
chip_impl_metric{name="worstMarginPinSlew",unit="ns"} 0.831
chip_impl_info{name="cpMaxStageDelayCell",value="clkdlybuf4s50_1"} 1
chip_impl_info{name="most_frequent_cell_after_synthesis",value="inv_1"} 1
chip_impl_info{name="top_post_synthesis_cells_by_count",value="232 x inv_1, 194 x fa_1, 157 x nand2_1, 125 x and2_1, 104 x ha_1"} 1
chip_impl_metric{name="yosysTopAreaCellShare",unit=""} 0.457
chip_impl_metric{name="synth-seq-area-share",unit=""} 0
chip_impl_info{name="cells_along_the_critical_path",value="clkdlybuf4s50_1, and2_1, fa_1, inv_1, fa_1, fa_1, fa_1, inv_1, fa_1, inv_1, fa_1, inv_1, ha_1, nand2_1, nor3_2, o211ai_1, a31oi_1, nor4_1, or4_1, nand3b_1, clkdlybuf4s50_1"} 1
chip_impl_metric{name="die_height",unit="um"} 170
chip_impl_metric{name="initCoreUtil",unit=""} 0.306
chip_impl_metric{name="placed_cell_area",unit="sq um"} 9510
chip_impl_metric{name="post_layout_nonfiller_instances",unit=""} 1397
chip_impl_metric{name="place.port_buffers",unit=""} 64
chip_impl_info{name="run_status",value="complete, no violations"} 1
chip_impl_metric{name="ratio_of_final_minimum_period_to_clock_period",unit=""} 0.918
chip_impl_metric{name="antenna_found_initial",unit=""} 0
chip_impl_metric{name="x_dimension_of_the_die",unit="um"} 170
chip_impl_metric{name="slack_of_the_critical_path",unit="ns"} 1.08
chip_impl_metric{name="post_cts_resize_count",unit=""} 0
chip_impl_metric{name="synth.yosys.num_cells",unit=""} 984
chip_impl_metric{name="grt_pass1_vias",unit=""} 6737
chip_impl_metric{name="report.final.slew_viol_count",unit=""} 0
chip_impl_metric{name="total_tool_warning_count",unit=""} 32
chip_impl_metric{name="fin_tns_setup",unit="ns"} 0
chip_impl_metric{name="ctsHoldBuffers",unit=""} 0
chip_impl_metric{name="area_delta_synth_final",unit="%"} 12.0
chip_impl_metric{name="dpl.hpwl",unit="um"} 17500
chip_impl_metric{name="antenna_violating_nets_left",unit=""} 0
chip_impl_metric{name="post_cts_buffers",unit=""} 0
chip_impl_metric{name="globalRouteTotalUtil",unit=""} 0.168
chip_impl_metric{name="final_period_minus_worst_setup_slack",unit="ns"} 12.12
chip_impl_metric{name="drt-pass1-iter-count",unit=""} 4
chip_impl_metric{name="design.die.area",unit="sq um"} 29000
chip_impl_metric{name="timing_hold_violations_final",unit=""} 0
chip_impl_metric{name="synth.yosys.chip_area",unit="sq um"} 8490
chip_impl_info{name="worstSetupStartpointType",value="primary input"} 1
-- cells by family after synthesis --
group	Yosys count	synth area share
simple gates	323	0.187
xor+xnor	28	0.0289
compound gates	70	0.0558
mux	1	0.00133
buf+inv	264	0.117
fa+ha+maj	298	0.611
-- layout by cell type (no fill, tap or decap), types with 2 or more instances in the layout --
cell type | Yosys | final
nand3_1 | 8 | 8
inv_1 | 232 | 232
nand2b_1 | 3 | 3
xnor2_1 | 18 | 18
nor2_1 | 15 | 15
xor2_1 | 10 | 10
nand2_1 | 157 | 157
fa_1 | 194 | 194
o21bai_1 | 3 | 3
o21ai_0 | 14 | 14
o211ai_1 | 3 | 3
a31oi_1 | 4 | 4
nor3_1 | 3 | 3
buf_4 | 0 | 3
nor2b_1 | 4 | 4
ha_1 | 104 | 104
a211oi_1 | 2 | 2
o31ai_1 | 2 | 2
a21o_1 | 4 | 4
a21oi_1 | 24 | 24
nand4_1 | 2 | 2
clkdlybuf4s50_1 | 0 | 64
and2_1 | 125 | 125
-- routing by layer --
layer  vias to the layer above  track usage  part of all wire
met5                         -            0                 0
met4                         0      0.00353            0.0030
met3                         5       0.0919              0.13
met2                       210        0.243              0.43
met1                      3042        0.239              0.44
li1                       2997            -                 -
-- worst max-delay path, delay by kind of cell --
| kind | cells | cell delay (ns) |
|---|---|---|
| AOI/OAI and AO/OA | 2 | 0.40 |
| buffers and inverters | 6 | 1.52 |
| adders and majority gates | 7 | 3.38 |
| and+or+nand+nor | 6 | 1.53 |
-- worst paths after layout --
| path | to | slack (ns) | cells after the start |
|---|---|---|---|
| min | out32 | 6.69 | 3 |
| max | out4 | 1.08 | 21 |
-- layout make-up --
type                       instances  area [sq um]
multi-input combinational        720          7500
tap                              378           473
timing repair buffer              67           663
fill                            2855         18300
inverter                         232           871
