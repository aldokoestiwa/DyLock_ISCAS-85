==> flow/design.v <==
module c499 (
  input in1, in2, in3, in4, in5, in6, in7, in8, in9,
        in10, in11, in12, in13, in14, in15, in16, in17,
        in18, in19, in20, in21, in22, in23, in24, in25,
        in26, in27, in28, in29, in30, in31, in32, in33,
        in34, in35, in36, in37, in38, in39, in40, in41,
  output  out1, out2, out3, out4, out5, out6, out7, out8,
          out9, out10, out11, out12, out13, out14, out15, out16,
          out17, out18, out19, out20, out21, out22, out23, out24,
          out25, out26, out27, out28, out29, out30, out31, out32
  );
  wire [0:31] ID, OD;  
  wire [0:7]  IC;      
  wire        R;       
  assign ID[0:31] = { in1, in2, in3, in4, in5, in6, in7, in8, 
                      in9, in10, in11, in12, in13, in14, in15, in16,
                      in17, in18, in19, in20, in21, in22, in23, in24,
                      in25, in26, in27, in28, in29, in30, in31, in32 };
  assign IC[0:7]  = { in33, in34, in35, in36, in37, in38, in39, in40 };
  assign R        = in41;
  assign { out1, out2, out3, out4, out5, out6, out7, out8,
           out9, out10, out11, out12, out13, out14, out15, out16,
           out17, out18, out19, out20, out21, out22, out23, out24,
           out25, out26, out27, out28, out29, out30, out31, out32 } = OD[0:31];
  TopLevel499b Ckt499b (ID, IC, R, OD);
endmodule
module  TopLevel499b (ID, IC, R, OD);
  input[0:31]   ID;
  input[0:7]    IC;
  input          R;
  output[0:31]  OD;
  wire[0:7]      S;
  Syndrome M1(S, R, IC, ID);
  Correction M2(OD, S, ID);
endmodule 
module Syndrome (S, R, IC, ID);
  input[0:31]   ID;
  input[0:7]    IC;
  input         R;
  output[0:7]   S;
  assign S[0] = (ID[0] ^ ID[4] ^ ID[8] ^ ID[12]) ^ 
                (ID[16] ^ ID[17] ^ ID[18] ^ ID[19]) ^
                (ID[20] ^ ID[21] ^ ID[22] ^ ID[23]) ^
                (R & IC[0]);
  assign S[1] = (ID[1] ^ ID[5] ^ ID[9] ^ ID[13]) ^ 
                (ID[24] ^ ID[25] ^ ID[26] ^ ID[27]) ^
                (ID[28] ^ ID[29] ^ ID[30] ^ ID[31]) ^
                (R & IC[1]);
  assign S[2] = (ID[2] ^ ID[6] ^ ID[10] ^ ID[14]) ^ 
                (ID[16] ^ ID[17] ^ ID[18] ^ ID[19]) ^
                (ID[24] ^ ID[25] ^ ID[26] ^ ID[27]) ^
                (R & IC[2]);
  assign S[3] = (ID[3] ^ ID[7] ^ ID[11] ^ ID[15]) ^ 
                (ID[20] ^ ID[21] ^ ID[22] ^ ID[23]) ^
                (ID[28] ^ ID[29] ^ ID[30] ^ ID[31]) ^
                (R & IC[3]);
  assign S[4] = (ID[16] ^ ID[20] ^ ID[24] ^ ID[28]) ^ 
                (ID[0] ^ ID[1] ^ ID[2] ^ ID[3]) ^
                (ID[4] ^ ID[5] ^ ID[6] ^ ID[7]) ^
                (R & IC[4]);
  assign S[5] = (ID[17] ^ ID[21] ^ ID[25] ^ ID[29]) ^ 
                (ID[8] ^ ID[9] ^ ID[10] ^ ID[11]) ^
                (ID[12] ^ ID[13] ^ ID[14] ^ ID[15]) ^
                (R & IC[5]);
  assign S[6] = (ID[18] ^ ID[22] ^ ID[26] ^ ID[30]) ^ 
                (ID[0] ^ ID[1] ^ ID[2] ^ ID[3]) ^
                (ID[8] ^ ID[9] ^ ID[10] ^ ID[11]) ^
                (R & IC[6]);
  assign S[7] = (ID[19] ^ ID[23] ^ ID[27] ^ ID[31]) ^ 
                (ID[4] ^ ID[5] ^ ID[6] ^ ID[7]) ^
                (ID[12] ^ ID[13] ^ ID[14] ^ ID[15]) ^
                (R & IC[7]);
endmodule 
module Correction (OD, S, ID);
  input[0:31]   ID;
  input[0:7]    S;
  output[0:31]  OD;
  assign OD[0] = (S[0] & ~S[1] & ~S[2] & ~S[3] & S[4] & ~S[5] & S[6] & ~S[7]) ^ ID[0];
  assign OD[1] = (~S[0] & S[1] & ~S[2] & ~S[3] & S[4] & ~S[5] & S[6] & ~S[7]) ^ ID[1];
  assign OD[2] = (~S[0] & ~S[1] & S[2] & ~S[3] & S[4] & ~S[5] & S[6] & ~S[7]) ^ ID[2];
  assign OD[3] = (~S[0] & ~S[1] & ~S[2] & S[3] & S[4] & ~S[5] & S[6] & ~S[7]) ^ ID[3];
  assign OD[4] = (S[0] & ~S[1] & ~S[2] & ~S[3] & S[4] & ~S[5] & ~S[6] & S[7]) ^ ID[4];
  assign OD[5] = (~S[0] & S[1] & ~S[2] & ~S[3] & S[4] & ~S[5] & ~S[6] & S[7]) ^ ID[5];
  assign OD[6] = (~S[0] & ~S[1] & S[2] & ~S[3] & S[4] & ~S[5] & ~S[6] & S[7]) ^ ID[6];
  assign OD[7] = (~S[0] & ~S[1] & ~S[2] & S[3] & S[4] & ~S[5] & ~S[6] & S[7]) ^ ID[7];
  assign OD[8] = (S[0] & ~S[1] & ~S[2] & ~S[3] & ~S[4] & S[5] & S[6] & ~S[7]) ^ ID[8];
  assign OD[9] = (~S[0] & S[1] & ~S[2] & ~S[3] & ~S[4] & S[5] & S[6] & ~S[7]) ^ ID[9];
  assign OD[10] = (~S[0] & ~S[1] & S[2] & ~S[3] & ~S[4] & S[5] & S[6] & ~S[7]) ^ ID[10];
  assign OD[11] = (~S[0] & ~S[1] & ~S[2] & S[3] & ~S[4] & S[5] & S[6] & ~S[7]) ^ ID[11];
  assign OD[12] = (S[0] & ~S[1] & ~S[2] & ~S[3] & ~S[4] & S[5] & ~S[6] & S[7]) ^ ID[12];
  assign OD[13] = (~S[0] & S[1] & ~S[2] & ~S[3] & ~S[4] & S[5] & ~S[6] & S[7]) ^ ID[13];
  assign OD[14] = (~S[0] & ~S[1] & S[2] & ~S[3] & ~S[4] & S[5] & ~S[6] & S[7]) ^ ID[14];
  assign OD[15] = (~S[0] & ~S[1] & ~S[2] & S[3] & ~S[4] & S[5] & ~S[6] & S[7]) ^ ID[15];
  assign OD[16] = (S[4] & ~S[5] & ~S[6] & ~S[7] & S[0] & ~S[1] & S[2] & ~S[3]) ^ ID[16];
  assign OD[17] = (~S[4] & S[5] & ~S[6] & ~S[7] & S[0] & ~S[1] & S[2] & ~S[3]) ^ ID[17];
  assign OD[18] = (~S[4] & ~S[5] & S[6] & ~S[7] & S[0] & ~S[1] & S[2] & ~S[3]) ^ ID[18];
  assign OD[19] = (~S[4] & ~S[5] & ~S[6] & S[7] & S[0] & ~S[1] & S[2] & ~S[3]) ^ ID[19];
  assign OD[20] = (S[4] & ~S[5] & ~S[6] & ~S[7] & S[0] & ~S[1] & ~S[2] & S[3]) ^ ID[20];
  assign OD[21] = (~S[4] & S[5] & ~S[6] & ~S[7] & S[0] & ~S[1] & ~S[2] & S[3]) ^ ID[21];
  assign OD[22] = (~S[4] & ~S[5] & S[6] & ~S[7] & S[0] & ~S[1] & ~S[2] & S[3]) ^ ID[22];
  assign OD[23] = (~S[4] & ~S[5] & ~S[6] & S[7] & S[0] & ~S[1] & ~S[2] & S[3]) ^ ID[23];
  assign OD[24] = (S[4] & ~S[5] & ~S[6] & ~S[7] & ~S[0] & S[1] & S[2] & ~S[3]) ^ ID[24];
  assign OD[25] = (~S[4] & S[5] & ~S[6] & ~S[7] & ~S[0] & S[1] & S[2] & ~S[3]) ^ ID[25];
  assign OD[26] = (~S[4] & ~S[5] & S[6] & ~S[7] & ~S[0] & S[1] & S[2] & ~S[3]) ^ ID[26];
  assign OD[27] = (~S[4] & ~S[5] & ~S[6] & S[7] & ~S[0] & S[1] & S[2] & ~S[3]) ^ ID[27];
  assign OD[28] = (S[4] & ~S[5] & ~S[6] & ~S[7] & ~S[0] & S[1] & ~S[2] & S[3]) ^ ID[28];
  assign OD[29] = (~S[4] & S[5] & ~S[6] & ~S[7] & ~S[0] & S[1] & ~S[2] & S[3]) ^ ID[29];
  assign OD[30] = (~S[4] & ~S[5] & S[6] & ~S[7] & ~S[0] & S[1] & ~S[2] & S[3]) ^ ID[30];
  assign OD[31] = (~S[4] & ~S[5] & ~S[6] & S[7] & ~S[0] & S[1] & ~S[2] & S[3]) ^ ID[31];
endmodule 
==> flow/run.sh <==
#!/bin/bash
# OpenROAD 26Q1-2900-gdf79404cd8, Yosys 0.63+post, stock flow scripts
make -C /OpenROAD-flow-scripts/flow DESIGN_CONFIG=/design/flow/config.mk WORK_HOME=/design/flow/orfs finish
==> flow/config.mk <==
export PLATFORM = sky130hd
export DESIGN_NAME = c499
export DESIGN_NICKNAME = c499
export VERILOG_FILES = /design/flow/design.v
export SDC_FILE = /design/flow/constraint.sdc
export NUM_CORES = 4
export LEC_CHECK = 1
export CORE_AREA = 10 10 100 100
export DIE_AREA = 0 0 110 110
==> flow/constraint.sdc <==
current_design c499

set clk_period 3.7
set clk_io_pct 0.2

create_clock -name clk0 -period $clk_period

set non_clock_inputs [all_inputs -no_clocks]
set_input_delay [expr $clk_period * $clk_io_pct] -clock clk0 $non_clock_inputs
set_output_delay [expr $clk_period * $clk_io_pct] -clock clk0 [all_outputs]
==> GITHUB_STEP_SUMMARY <==
### Yosys + OpenROAD results

| Metric | Value |
|---|---|
| Run status | finished, violations left |
| Failing checks | negative setup slack |
| Maximum frequency from static timing analysis | 0.268 GHz |
| Final antenna diode count | 0 |
| Critical path startpoint category | input pin |
| Crit path capture type | output pin |
| Synth mux share | 0% |
| Actual transition at the worst max-transition pin | 251 ps |
| Required time of the critical path | 2960 ps |
| CTS Hold Bufs | 0 |
| Count of flip-flops and latches | 0 |
| AND-OR/OR-AND Cells, Area Fraction | 0% |
| Critical Path AT | 2990 ps |
| Setup TNS after final layout | -58.0 ps |
| Most frequent cells after synthesis | xnor2_1 (52), xor2_1 (17), nand3_1 (12), xnor3_1 (12), nand2_1 (10) |
| Number of cells produced by synthesis | 157 |
| Sequential standard cell area | 0 µm² |
| Ratio of routed vias to standard cells | 4.18 |
| Maximum number of pins on one net before global-route repair | 9 |
| OpenROAD warning count | 34 |
| Leakage Power | 1.90 nW |
| Horizontal die dimension | 110 µm |
| Total grt overflow | 0 |
| First-pass iteration count of the detailed router | 4 |
| Dpl hpwl | 4.97 mm |
| Yosys warning tally | 0 |
| Number of DRC violations after detailed-routing iteration 0 | 61 |
| Final setup violating endpoints | 2 |
| I/O pin total | 73 |
| Power density of the placed cells | 588 nW/µm² |
| Synthesized area divided by synthesized cell count | 9.62 µm² |
| Synth Cell Area | 1510 µm² |
| Number of antenna violations at the first check in global routing | 0 |
| Top cell type by total area after synthesis | xnor2_1 |
| Worst-case headroom to the max-slew limit | 83.1% |
| Core ar. | 7810 µm² |
| Number of maximum-capacitance violations | 0 |
| Min Hold Slack | 1840 ps |
| Number of hold violations in the final report | 0 |
| Count leader, synth | xnor2_1 |
| Post-synthesis xor/xnor area fraction | 69.3% |
| Basic Gates by Area | 27.8% |
| Number of distinct library cells after synthesis | 23 |
| Via count of the first global-routing pass | 2063 |
| Fraction of post-synthesis cell area in the top cell type by area | 30.2% |
| Wire per inst | 16.3 µm |
| DRC violation count after routing | 0 |
| Max VDD drop | 0.000483 V |
| Worst-case setup margin in the final layout | -31.2 ps |
| Wire length of the first global-routing pass | 11.1 mm |
| Floorplan core density | 19.3% |
| Number of cell rows | 32 |
| Share of the cycle needed by the critical path after routing | 101% |
| Min Clock Period, post-route | 3730 ps |
| RSZ-0062 raised after global routing | yes |
| Comb area leader | XOR/XNOR gates |
| Floorplan die height | 110 µm |
| Class of the tightest hold or removal check | in -> out |
| Part of the Yosys area used for sequential elements | 0% |
| Global Route Usage Sum | 11.5% |
| Yosys cell count | 157 |
| Total wirelength of the detailed-routed design | 7.19 mm |
| Number of clock buffers in the layout | 0 |
| Fraction of layout instances using a drive strength above 1 | 79.3% |
| Biggest area contributors in the synthesized netlist | xnor2_1 (30%), xnor3_1 (18%), xor2_1 (9.9%) |
| Number of routed nets with antenna violations | 0 |
| Synthesis-to-layout area growth | 156% |
| Adder Area Share | 0% |
| Design Power | 2.27 mW |
| Number of buffers inserted by port buffering | 73 |
| Detailed-route via count | 1838 |
| Worst Setup Path Type | in -> out |
| Crit path max fanout | 3 |
| Die Footprint | 12100 µm² |
| Yosys stat chip area | 1510 µm² |
| Max-slew violation total from the final report | 0 |
| RePlAce Congestion | 0.859 |
==> power breakdown <==
part	switching (mW)	leakage (nW)	internal [mW]	total, mW
clock	0	0	0	0
combinational	1.07	1.90	1.21	2.27
sequential	0	0	0	0
==> area by class of cell <==
| cell class | count | area (µm²) |
|---|---|---|
| fill | 641 | 3940 |
| multi-input combinational | 150 | 2210 |
| timing repair buffer | 188 | 1530 |
| tap | 102 | 128 |
==> through the flow <==
stage / setup slack, ps / util, % / cell area, µm² / cells
finish: -31.2 / 49.5 / 3860 / 440
global route: -111 / 49.5 / 3860 / 440
detailed placement: -718 / 35.6 / 2780 / 384
global placement: -692 / 35.6 / 2780 / 384
floorplan: 549 / - / 1510 / 157
CTS: -28.3 / 46.8 / 3650 / 433
==> per-layer routing <==
metal / routed length [µm] / global-route usage [%] / up-vias
li1: - / - / 914
met1: 3060 / 14.8 / 891
met2: 3860 / 21.3 / 33
met3: 267 / 0.823 / 0
met4: 0 / 1.12 / 0
met5: 0 / 0 / -
==> path summary, 6_finish.rpt <==
check,start,endpoint,cells past startpoint
worst min-delay path,in4,out4,3
worst max-delay path,in13,out8,13
==> worst max-delay path, cell delays in order <==
cell,delay (ps)
buf_8,110
buf_6,120
xnor2_4,140
xnor3_1,350
xor3_2,460
buf_6,160
nor4_4,240
buf_4,170
buf_6,100
buf_6,100
nand3_4,60
xnor2_2,140
buf_2,120
==> placed cells by master (no fill, tap or decap), types with 3 or more instances in the layout <==
cell type / count
buf_12: 3
nand2_2: 3
xnor3_2: 4
nor4_4: 13
buf_2: 36
nand3_4: 5
xnor2_1: 19
xnor2_2: 26
clkdlybuf4s15_2: 3
nand2_1: 5
buf_6: 36
nand2_4: 3
xor2_1: 16
xnor3_1: 8
dlygate4sd2_1: 6
xor3_2: 5
nand3_2: 5
clkbuf_2: 14
clkdlybuf4s15_1: 4
buf_8: 4
buf_4: 79
nand2b_4: 6
nor3_4: 4
xnor2_4: 10
nand4_1: 4
==> cell families after synthesis <==
family / after synthesis
xor+xnor: 89
buf+inv: 7
simple gates: 61
==> repair_timing <==
action / in CTS / in global routing
setup buffers: 55 / 14
endpoints found under the hold margin: 0 / 0
endpoints found under the setup margin: 32 / 32
pin swaps: 99 / 64
gates resized: 301 / 91
Power and IR drop assume default switching activity.
