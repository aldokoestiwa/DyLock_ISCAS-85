## flow/constraint.sdc

```tcl
current_design c432

set clk_period 11.0
set clk_io_pct 0.2

create_clock -name clk0 -period $clk_period

set non_clock_inputs [all_inputs -no_clocks]
set_input_delay [expr $clk_period * $clk_io_pct] -clock clk0 $non_clock_inputs
set_output_delay [expr $clk_period * $clk_io_pct] -clock clk0 [all_outputs]
```

## flow/run.sh

```bash
#!/bin/bash
# OpenROAD 26Q1-2900-gdf79404cd8, Yosys 0.63+post, stock flow scripts
make -C /OpenROAD-flow-scripts/flow DESIGN_CONFIG=/design/flow/config.mk WORK_HOME=/design/flow/orfs finish
```

## flow/config.mk

```make
export PLATFORM = sky130hd
export DESIGN_NAME = c432
export DESIGN_NICKNAME = c432
export VERILOG_FILES = /design/flow/design.v
export SDC_FILE = /design/flow/constraint.sdc
export NUM_CORES = 4
export LEC_CHECK = 1
export CORE_AREA = 10 10 70 70
export DIE_AREA = 0 0 80 80
```

## flow/design.v

```verilog
module c432 (
  input in1, in2, in3, in4, in5, in6, in7, in8, in9,            
  input in10, in11, in12, in13, in14, in15, in16, in17, in18,   
  input in19, in20, in21, in22, in23, in24, in25, in26, in27,   
  input in28, in29, in30, in31, in32, in33, in34, in35, in36,   
  output out1, out2, out3,                                      
  output out4, out5, out6, out7                                 
);
  wire [8:0] A, B, C, E;
  wire PA, PB, PC;
  wire [3:0] Chan;
  assign
  E[8:0] = { in1, in2, in3, in4, in5, in6, in7, in8, in9 },
  A[8:0] = { in10, in11, in12, in13, in14, in15, in16, in17, in18 },
  B[8:0] = { in19, in20, in21, in22, in23, in24, in25, in26, in27 },
  C[8:0] = { in28, in29, in30, in31, in32, in33, in34, in35, in36 },
  out1 = PA,
  out2 = PB,
  out3 = PC,
  { out4, out5, out6, out7 } = Chan[3:0];
  TopLevel432 circuit432 (E, A, B, C, PA, PB, PC, Chan);
endmodule
module TopLevel432 (E, A, B, C, PA, PB, PC, Chan);
    input[8:0] E, A, B, C;
    output PA, PB, PC;
    output[3:0] Chan;
    wire[8:0] X1, X2, I;
    PriorityA  M1(E, A, PA, X1);
    PriorityB  M2(E, X1, B, PB, X2);
    PriorityC  M3(E, X1, X2, C, PC);
    EncodeChan M4(E, A, B, C, PA, PB, PC, I);
    DecodeChan M5(I, Chan);
endmodule
module PriorityA(input[8:0] E, A, output PA, output[8:0] X1);
  wire [8:0] Anot = ~A;
  wire [8:0] Anot_E = ~(Anot & E);
  assign PA = ~&Anot_E;
  assign X1 = Anot_E ^ {9{PA}};
endmodule
module PriorityB(input[8:0] E, X1, B, output PB, output[8:0] X2);
  wire [8:0] Enot = ~E;
  wire [8:0] Enot_B = ~(Enot | B);
  wire [8:0] X1_Enot_B = ~(X1 & Enot_B);
  assign PB = ~&X1_Enot_B;
  assign X2 = X1_Enot_B ^ {9{PB}};
endmodule
module PriorityC(input[8:0] E, X1, X2, C, output PC);
  wire [8:0] Enot = ~E;
  wire [8:0] Enot_C = ~(Enot | C);
  wire [8:0] X1_X2_Enot_C = ~(X1 & X2 & Enot_C);
  assign PC = ~&X1_X2_Enot_C;
endmodule
module EncodeChan(input[8:0] E, A, B, C, input PA, PB, PC, output[8:0] I);
  wire [8:0] APA = ~(A & {9{PA}});
  wire [8:0] BPB = ~(B & {9{PB}});
  wire [8:0] CPC = ~(C & {9{PC}});
  assign I = ~(E & APA & BPB & CPC);
endmodule
module DecodeChan(input[8:0] I, output[3:0] Chan);
  wire Iand = &I[7:0];
  assign Chan[3] = ~(~I[8] | Iand);
  wire I1not = ~I[1], I2not = ~I[2], I3not = ~I[3], I5not = ~I[5];
  wire I5not_I6 = ~(I5not & I[6]);
  wire I2not_I4_I5 = ~(I2not & I[4] & I[5]);
  wire I3not_I4_I5_I6 = ~(I3not & I[4] & I[5] & I[6]);
  wire I1not_I2_I5_I6 = ~(I1not & I[2] & I[5] & I[6]);
  assign Chan[2] = ~(I[4] & I[6] & I[7] & I5not_I6);
  assign Chan[1] = ~(I[6] & I[7] & I2not_I4_I5 & I3not_I4_I5_I6);
  assign Chan[0] = ~(I[7] & I5not_I6 & I1not_I2_I5_I6 & I3not_I4_I5_I6);
endmodule
```

==> flow_summary.json <==
{
  "vdd_drop_max_mv": 0.0152,
  "flops": 0,
  "setup_tns_ps": 0,
  "worst_setup_path_start_kind": "input pin",
  "port-buffer-count": 43,
  "numPlacedInstances": 203,
  "synth.avg_cell_area_um2": 7.06,
  "layout-drive-gt1-share_pct": 14.6,
  "adder_share_pct": 0,
  "worst_pin_slew_ps": 451,
  "grt_pass1_wl_mm": 5.23,
  "endpoint_kind": "primary output",
  "arrival_ps": 5490,
  "diodes": 0,
  "io-pin-count": 43,
  "dp_hpwl_mm": 2.75,
  "maxSlewViolCount": 0,
  "synthMuxAreaShare_pct": 0,
  "yosys-stat-cells": 116,
  "floorplan.core_util_pct": 24.0,
  "p_leak_nw": 0.482,
  "worstSetupPathType": "input pin to primary output",
  "slew_headroom_pct": 69.9,
  "grt_max_degree": 14,
  "gr-usage-all-layers_pct": 9.80,
  "rsz0062_at_grt": "false",
  "fill_cells": 357,
  "ys_seq_share_pct": 0,
  "synth_cells": 116,
  "grt_pass1_vias": 1093,
  "syn_area_um2": 820,
  "chipArea_um2": 6400,
  "vias": 1040,
  "gr-total-overflow": 0,
  "cts_resized": 0,
  "hold_class": "input pin to primary output",
  "place_congestion": 0.901,
  "antenna_found_initial": 0,
  "logic_family": "AND-OR/OR-AND gates",
  "area.growth.synth_to_final_pct": 56.5,
  "vias_per_cell": 5.12,
  "seqCellArea_um2": 0,
  "aoi_share_pct": 50.2,
  "ys_types": 51,
  "wire_per_inst_um": 15.5,
  "num_rows": 21,
  "layoutNonFillerInstCount": 203,
  "p_total_w": 0.0000659,
  "die_h_um": 80,
  "p_per_area_nw_per_um2": 51.4,
  "clkbuf_count": 0,
  "cap_violations": 0,
  "mi_logic_area_um2": 732,
  "simple_gate_share_pct": 39.1,
  "required_ps": 8800,
  "drtAntennaViolNets": 0,
  "die_w_um": 80,
  "fmax_mhz": 130,
  "hold_viol": 0,
  "first_pass_iters": 4,
  "wl_mm": 3.15,
  "yosys-stat-area_um2": 820,
  "period_needed_ps": 7690,
  "ys_warn_count": 0,
  "status": "complete, no violations",
  "coreArea_um2": 3420,
  "route.detailed.drc": 0,
  "finalSetupViolCount": 0,
  "hold_buffers": 0,
  "drtIter0Drc": 67,
  "cp_max_fo": 13,
  "finalCritPeriodShare_pct": 69.9,
  "warning_count": 32,
  "yosys.area_share.xor_xnor_pct": 0,
  "post_cts_buffers": 0
}
==> synthesized netlist by cell type (all sizes together) (2+ instances only) <==
cell type	count	area, um^2
a31oi	5	37.5
nand3	3	20.0
o221ai	3	26.3
a221o	3	31.3
o2111a	2	23.8
o211ai	2	15.0
o21ai	5	25.0
nor3	6	41.3
a211o	2	18.8
a21o	2	15.0
a221oi	2	23.8
a21oi	8	51.3
nor2	6	22.5
nand2b	12	90.1
o22ai	5	31.3
inv	16	62.6
o2111ai	2	23.8
nand4	2	12.5
and3	2	22.5
nor2b	2	12.5
nand2	8	37.5
a211oi	2	15.0
buf	2	25.0
==> critical path, cell delays in order <==
cell	delay, ps
clkdlybuf4s50_1	480
nand2b_1	230
and2_4	200
nand3_2	240
o221a_4	340
nand2_4	160
a211o_1	240
o21ba_1	220
and3_4	230
inv_4	50
a221o_1	280
a31oi_1	130
clkdlybuf4s50_1	480
==> metal layers <==
metal / vias up / track usage, % / routed length [um]
li1: 537 / - / -
met4: 0 / 0.880 / 17
met2: 39 / 17.3 / 1480
met5: - / 0 / 0
met3: 2 / 1.59 / 255
met1: 462 / 12.5 / 1400
==> power breakdown <==
group	total (W)	leakage [nW]	switching, W	internal (W)
clock network	0	0	0	0
logic	0.0000659	0.482	0.0000291	0.0000368
registers	0	0	0	0
total	0.0000659	0.482	0.0000291	0.0000368
==> worst paths after layout <==
path	depth (start not counted)	endpoint	slack, ps	startpoint
worst min-delay path	4	out4	5490	in27
worst max-delay path	13	out4	3310	in14
==> cells by family after synthesis <==
| group | after synthesis |
|---|---|
| and+or+nand+nor | 48 |
| buffers and inverters | 18 |
| AOI/OAI and AO/OA | 50 |
==> through the flow <==
step	utilization (%)	area, um^2	setup WS, ps	hold WS [ps]
after detailed placement	37.5	1280	3310	5500
after CTS	37.5	1280	3310	5510
after global placement	37.5	1280	3390	5500
final	37.5	1280	3310	5490
after floorplan	-	820	4740	4520
after global routing	37.5	1280	3090	5550
==> cells in the final DEF, fill, tap and decap left out, drive strengths merged, types with 3 or more instances in the layout <==
cell           count
clkdlybuf4s50     43
inv               16
nand2b            12
nand2              8
a21oi              8
nor2               6
nor3               6
o21ai              5
o22ai              5
a31oi              5
o221ai             3
nand3              3
a221o              3
==> area by class of cell <==
cell class | instances | area share (%)
timing repair buffer | 43 | 33.6
tap | 46 | 4.49
inverter | 16 | 4.88
multi-input combinational | 98 | 57.1
Power is estimated from default activity; no workload was simulated.
